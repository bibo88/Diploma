`./design.v`:
```
`timescale 1 ns / 1 ns
module AHBMAS_WBSLV_TOP ( 
  hclk,hresetn,
  haddr,htrans,hwrite,hsize,
  hburst,hwdata,hrdata,hready,hresp,hbusreq,hgrant,
  data_o, data_i, addr_i,clk_i,rst_i,
  cyc_i, stb_i, sel_i, we_i, ack_o
);
	parameter AWIDTH = 32,DWIDTH = 32; 
input hresetn;		  
input hclk;		  
input [DWIDTH-1:0]hrdata;		 
input [1:0]hresp;		
input hready;
input hgrant;
output [AWIDTH-1:0]haddr;		 
output hwrite;					 
output [2:0]hsize;				 
output [2:0]hburst;				 
output [31:0]hwdata;			 
output [1:0]htrans;				 
output hbusreq;
output	[DWIDTH-1:0]		data_o;    
output					ack_o;	    
input	[DWIDTH-1:0]		data_i;    
input	[AWIDTH-1:0]		addr_i;    
input					cyc_i;     
input 					stb_i;	 
input	[3:0]			sel_i;	 
input					we_i;	    
input					clk_i;	  
input					rst_i;	  
reg [AWIDTH-1:0]haddr;		
wire hwrite;
wire hbusreq;			
reg [2:0]hsize;		
reg [2:0]hburst;		
reg [31:0]hwdata;	
reg [1:0]htrans;		
reg	[DWIDTH-1:0]data_o;
reg	ack_o;
	reg flag;
	reg hready_temp;
    reg hgrant_temp;
assign #2 hwrite = we_i;
assign #2 hbusreq = cyc_i;  
always @ (posedge clk_i) 
	begin
	if (hgrant) begin 
         hgrant_temp<= hgrant;
        end
	if (rst_i) begin
			hsize = 3'b010;		 
			hburst = 3'b000;		 
			hgrant_temp <= 'b0;
			flag <= 'b1;
		         end
   else if ( hgrant_temp) begin
		     if (cyc_i & stb_i) begin
				if (we_i) begin  
					hwdata <= data_i;
			    end
			 else begin		 
				if (hready) begin
					if(flag) begin
						flag <=  'b0;
						end
					else begin
						flag <=  'b1;
						end		
				end
			end
		end
    end
		else begin
		ack_o<='b0;
		end
end
always @ (we_i or stb_i or addr_i or flag or hready or hrdata or hgrant) begin
	if(we_i) begin
		if (hready) begin
			haddr <= addr_i;
		end
	end
	else begin 
		if (flag) begin
			haddr <= addr_i;	   
			end
		else begin
			data_o <= #2 hrdata;	   
			end
	end
end
always @(we_i or addr_i or hrdata or hready or flag )  begin
	if (rst_i) begin
		ack_o<='b0;
		end
	else if (we_i) begin
		ack_o <= hgrant_temp & hready;
        end
	else
		ack_o<=!flag & hready & hgrant_temp;
        #2 hgrant_temp <= 'b0;
	end
always @(cyc_i or stb_i or clk_i) begin
	if (rst_i) begin
		htrans<=2'b00;
		end
	else if (cyc_i) begin
		if (stb_i) begin
			htrans <= 2'b10;	 
		end
		else begin
			htrans <= 2'b01;	 
		end
	end
	else begin
	htrans<=2'b00;	 
	end
end
endmodule	
```
`./config.mk`:
```
export PLATFORM = sky130hd
export DESIGN_NAME = AHBMAS_WBSLV_TOP
export DESIGN_NICKNAME = AHBMAS_WBSLV_TOP
export VERILOG_FILES = /design/flow/design.v
export SDC_FILE = /design/flow/constraint.sdc
export NUM_CORES = 4
export LEC_CHECK = 1
export CORE_AREA = 10 10 92 92
export DIE_AREA = 0 0 102 102
```
`./run.sh`:
```
#!/bin/bash
# OpenROAD 26Q1-2900-gdf79404cd8, Yosys 0.63+post, stock flow scripts
make -C /OpenROAD-flow-scripts/flow DESIGN_CONFIG=/design/flow/config.mk WORK_HOME=/design/flow/orfs finish
```
`./constraint.sdc`:
```
current_design AHBMAS_WBSLV_TOP

set clk_period 1.0
set clk_io_pct 0.2

create_clock -name clk0 -period $clk_period [get_ports {clk_i}]

set non_clock_inputs [all_inputs -no_clocks]
set_input_delay [expr $clk_period * $clk_io_pct] -clock clk0 $non_clock_inputs
set_output_delay [expr $clk_period * $clk_io_pct] -clock clk0 [all_outputs]
```
==> out/qor.yml <==
drive_gt1_frac: 0.03867
fp_util: 0.1647
routedWlPerCell_um: 11.86
antenna_left: 0
peakVddDrop_mv: 0.05435
top_regs: "haddr (32)"
min_path_type: "input pin to primary output"
netlist_instances: 110
cp_num_cells: 3
min-delay-start: "rst_i"
antennaDiodeCount: 0
worst_path_dominant_cell_family: "buffers and inverters"
drv_slew: 0
unclocked_regs: 32
power.density_nw_per_um2: 185.8
antenna_found_initial: 0
finalClockPeriodUsage: 0.9475
gp_congestion: 0.6723
arrival_ns: 0.75
end_kind: "primary output"
die-area_um2: 10400
synth_flops: 32
wirelength_um: 3061
worstPathRequired_ns: 0.80
period_needed_ns: 0.9475
fmax_mhz: 1055
grt_pass1_vias: 802
untimed_endpoints: 64
worst-path-buf-inv: 3
rsz0062_at_grt: "no"
portBuffers: 73
grt_usage: 0.04630
crit_chain: "clkdlybuf4s15_2 -> buf_4 -> dlygate4sd2_1"
core_um2: 6459
slowest_stage: "dlygate4sd2_1"
place_ws_ns: -0.5530
min_to: "htrans[0]"
ios: 218
grt_max_degree: 32
drc: 0
hold_buffers: 0
warnings: 101
power_mw: 0.2983
final_cell_mix: "conb_1, clkdlybuf4s50_1, dlxtn_1"
synth_cell_type_count: 6
lay_top_count: "conb_1"
drt_first_iter_violations: 15
placed_area_um2: 1619
yosysWarnings: 1
max_stage_delay_ns: 0.23
avgSynthCellArea_um2: 9.668
hpwlAfterDp_um: 2902
max_flop_register: "haddr"
die_h_um: 102
layout_setup_ws_ns: 0.05247
path_class: "input pin to primary output"
hold_violations: 0
die_w_um: 102
rows: 29
fillers: 692
grt_pass1_wl_um: 3960
ys_cells: 110
overflow: 0
path_max_fanout: 3
whs_path_depth: 3
fin_area_um2: 1605
largest_reg_flops: 32
max-cap-violations: 0
first_pass_iters: 2
routed_via_density: 2.736
status: "completed"
syn2layout_area_growth_pct: 50.94
synth_area_um2: 1064
yosys.stat.chipArea_um2: 1064
startpoint_type: "input pin"
total_leakage_power_nw: 0.8080
whs_ns: 0.7731
dr_total_vias: 706
setup_violations: 0
[synth_stat cells]
library cell   n  area (um^2)
nor3b_2        1        12.51
and3b_1        1        8.760
dlxtn_1       32        480.5
nor2b_1        1        6.260
buf_4         73        548.0
conb_1         2        7.510
[cell families (layout without fill, tap and decap cells)]
family	count (synthesis)	count (layout)	synth area share
buffers and inverters	73	75	0.5153
latches	32	32	0.4518
AND/OR/NAND/NOR	3	3	0.02589
other	2	71	0.007061
[layer usage]
metal	track usage	up-vias	share of wire
li1	-	328	-
met1	0.05976	297	0.42
met2	0.08395	81	0.48
met3	0.008180	0	0.096
met4	0	0	0
met5	0	-	0
[how the worst max path moves through the flow]
stage | slack [ns] | from | to
6_report | 0.05 | cyc_i | hbusreq
5_1_grt | 0.01 | rst_i | htrans[1]
4_1_cts | 0.04 | cyc_i | hbusreq
[metrics by stage]
stage,cells,TNS [ns],utilization
after floorplan,179,0,-
after global placement,258,-1.851,0.2507
after detailed placement,258,-1.901,0.2507
after CTS,258,0,0.2485
after global routing,258,0,0.2485
final,258,0,0.2485
[timing repair]
action | in CTS | in global routing
buffers inserted | 0 | 0
gates resized | 15 | 0
endpoints found under the setup margin | 4 | 0
[area by class of cell]
type	count	area (um^2)	share of cell area
tap	77	96.34	0.06002
multi-input combinational	74	296.5	0.1847
sequential	32	480.5	0.2993
timing repair buffer	75	732.0	0.4560
[worst min-delay path: stages]
cell and delay (ns):
dlygate4sd2_1 0.22, nor3b_2 0.05, buf_2 0.11
[power breakdown]
| group | total (mW) | leakage [nW] | switching (mW) | internal, mW |
|---|---|---|---|---|
| Combinational | 0.219 | 0.548 | 0.0581 | 0.161 |
| Clock | 0 | 0 | 0 | 0 |
| Sequential | 0.0789 | 0.260 | 0.00363 | 0.0752 |
| Total | 0.298 | 0.808 | 0.0617 | 0.237 |
Power is estimated from default activity; no workload was simulated.
